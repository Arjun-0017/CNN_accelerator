### flow/design.v
`timescale 1ns / 1ps
module matrix_mult #(parameter SIZE = 3, DATA_WIDTH = 8)(
    input clk,
    input rst,
    input [SIZE*SIZE*DATA_WIDTH-1:0] matrix,
    input [SIZE*SIZE*DATA_WIDTH-1:0] kernel,
    output reg [SIZE*SIZE*DATA_WIDTH-1:0] result
);
    genvar i;
    generate
        for (i = 0; i < SIZE*SIZE; i = i + 1) begin : mult_gen
            wire [DATA_WIDTH-1:0] product;
            assign product = matrix[i*DATA_WIDTH +: DATA_WIDTH] * kernel[i*DATA_WIDTH +: DATA_WIDTH];
            assign result[i*DATA_WIDTH +: DATA_WIDTH] = product;
        end
    endgenerate
endmodule
module relu #(parameter DATA_WIDTH = 8, SIZE = 3)(
    input [SIZE*SIZE*DATA_WIDTH-1:0] in_data,
    output reg [SIZE*SIZE*DATA_WIDTH-1:0] out_data
);
    genvar i;
    generate
        for (i = 0; i < SIZE*SIZE; i = i + 1) begin : relu_gen
            assign out_data[i*DATA_WIDTH +: DATA_WIDTH] = (in_data[i*DATA_WIDTH + DATA_WIDTH-1] == 1'b1) ? 8'd0 : in_data[i*DATA_WIDTH +: DATA_WIDTH];
        end
    endgenerate
endmodule
module maxpool #(parameter SIZE = 2, DATA_WIDTH = 8)(
    input [SIZE*SIZE*DATA_WIDTH-1:0] matrix,
    output reg [DATA_WIDTH-1:0] max_value
);
    integer i;
    always @(*) begin
        max_value = matrix[DATA_WIDTH-1:0];
        for (i = 1; i < SIZE*SIZE; i = i + 1) begin
            if (matrix[i*DATA_WIDTH +: DATA_WIDTH] > max_value) begin
                max_value = matrix[i*DATA_WIDTH +: DATA_WIDTH];
            end
        end
    end
endmodule
module axi4_master (
    input clk,
    input rst,
    output reg [31:0] awaddr,
    output reg awvalid,
    input awready,
    output reg [31:0] wdata,
    output reg wvalid,
    input wready,
    input bvalid,
    output reg bready,
    output reg [31:0] araddr,
    output reg arvalid,
    input arready,
    input [31:0] rdata,
    input rvalid,
    output reg rready
);
    always @(posedge clk or posedge rst) begin
        if (rst) begin
            awvalid <= 0;
            wvalid <= 0;
            bready <= 1;
            arvalid <= 0;
            rready <= 1;
        end else begin
        end
    end
endmodule
module axi4_slave (
    input clk,
    input rst,
    input [31:0] awaddr,
    input awvalid,
    output reg awready,
    input [31:0] wdata,
    input wvalid,
    output reg wready,
    output reg bvalid,
    input bready,
    input [31:0] araddr,
    input arvalid,
    output reg arready,
    output reg [31:0] rdata,
    output reg rvalid,
    input rready
);
    always @(posedge clk or posedge rst) begin
        if (rst) begin
            awready <= 0;
            wready <= 0;
            bvalid <= 0;
            arready <= 0;
            rvalid <= 0;
        end else begin
        end
    end
endmodule
module CNN_accelerator #(parameter SIZE = 3, DATA_WIDTH = 8) (
    input clk,
    input rst,
    input [SIZE*SIZE*DATA_WIDTH-1:0] input_matrix,
    input [SIZE*SIZE*DATA_WIDTH-1:0] kernel,
    output [DATA_WIDTH-1:0] max_output
);
    wire [SIZE*SIZE*DATA_WIDTH-1:0] conv_output;
    wire [SIZE*SIZE*DATA_WIDTH-1:0] relu_output;
    matrix_mult #(SIZE, DATA_WIDTH) conv_layer (
        .clk(clk),
        .rst(rst),
        .matrix(input_matrix),
        .kernel(kernel),
        .result(conv_output)
    );
    relu #(DATA_WIDTH, SIZE) relu_layer (
        .in_data(conv_output),
        .out_data(relu_output)
    );
    maxpool #(SIZE, DATA_WIDTH) max_pooling (
        .matrix(relu_output),
        .max_value(max_output)
    );
endmodule
### flow/constraint.sdc
current_design CNN_accelerator

set clk_period 32.8
set clk_io_pct 0.2

create_clock -name clk0 -period $clk_period

set non_clock_inputs [all_inputs -no_clocks]
set_input_delay [expr $clk_period * $clk_io_pct] -clock clk0 $non_clock_inputs
set_output_delay [expr $clk_period * $clk_io_pct] -clock clk0 [all_outputs]
### flow/run.sh
#!/bin/bash
# OpenROAD 26Q1-2900-gdf79404cd8, Yosys 0.63+post, stock flow scripts
make -C /OpenROAD-flow-scripts/flow DESIGN_CONFIG=/design/flow/config.mk WORK_HOME=/design/flow/orfs finish
### flow/config.mk
export PLATFORM = sky130hd
export DESIGN_NAME = CNN_accelerator
export DESIGN_NICKNAME = CNN_accelerator
export VERILOG_FILES = /design/flow/design.v
export SDC_FILE = /design/flow/constraint.sdc
export NUM_CORES = 4
export LEC_CHECK = 1
export CORE_UTILIZATION = 40
==> impl_metrics.env <==
# physical design summary
export IMPL_outcome="completed"
export IMPL_crit_top_cell="a21oi_1"
export IMPL_core_um2=25300
export IMPL_placed_cell_area_um2=12300
export IMPL_rows=58
export IMPL_path_class="in2out"
export IMPL_vias=8382
export IMPL_grt_usage_pct=18.1
export IMPL_path_buffers=8
export IMPL_die_w_um=163
export IMPL_fin_tns_setup_ns=0
export IMPL_critPathRequiredTime_ns=26.24
export IMPL_slowest_delay_ns=0.55
export IMPL_hp_class="in2out"
export IMPL_ys_seq_share_pct=0
export IMPL_tightest_slew_ns=0.966
export IMPL_log_warning_count=34
export IMPL_syn_inst=1277
export IMPL_cp_slowest_cell="a211oi_1"
export IMPL_layout_filler_cells=2435
export IMPL_yosysWarnings=19
export IMPL_setup_violations=0
export IMPL_n_antenna_cell=0
export IMPL_flops=0
export IMPL_drt_iter0_markers=271
export IMPL_overflow=0
export IMPL_final_layout_top_logic_cells="and2_1 (228), ha_1 (200), inv_1 (194), nand2_1 (167), clkdlybuf4s50_1 (151)"
export IMPL_hpwl_mm=18.9
export IMPL_slew_headroom_pct=34.8
export IMPL_drtPass1Iterations=4
export IMPL_ys_cells=1277
export IMPL_drc=0
export IMPL_syn_area_per_cell_um2=8.13
export IMPL_drive_gt1_share_pct=1.55
export IMPL_layout_top_cell="and2_1"
export IMPL_flop_area_um2=0
export IMPL_start_kind="input pin"
export IMPL_nClkBuffers=0
export IMPL_holdPathStages=4
export IMPL_fp_util_pct=41.0
export IMPL_crit_arrival_ns=24.55
export IMPL_hold_start="kernel[64]"
export IMPL_chip_area_um2=26600
export IMPL_max_freq_mhz=32.1
export IMPL_syn_area_um2=10400
export IMPL_drv_slew=0
export IMPL_yosysUniqueCellTypes=56
export IMPL_rsz0062_at_grt="false"
export IMPL_numPortBuffers=151
export IMPL_die_y_um=163
export IMPL_finalWirelength_mm=21.5
export IMPL_maxCapViolations=0
export IMPL_post_cts_buffers=0
export IMPL_gp_congestion=0.921
export IMPL_antenna_found_initial=0
export IMPL_drt_antenna_violating_nets=0
export IMPL_final_cell_area_um2=12300
export IMPL_syn_to_final_growth_pct=18.4
export IMPL_wire_per_inst_um=12.3
export IMPL_min_period_ns=31.11
export IMPL_hold_viol=0
export IMPL_hold_end="max_output[0]"
export IMPL_critPathTopFamily="AND-OR/OR-AND gates"
export IMPL_io_pins=154
export IMPL_grt_max_degree=15
export IMPL_cp_end_kind="output port"
export IMPL_grt_pass1_wl_mm=39.0
export IMPL_path_max_fanout=14
export IMPL_drt_vias_per_instance=4.78
export IMPL_fin_crit_sh_pct=94.8
export IMPL_grt_pass1_vias=8495
export IMPL_ys_area_um2=10400
export IMPL_logic_area_um2=9630
cells in the mapped netlist (12+ instances only):
cell type / instances / area (um^2)
ha_1: 200 / 2500
inv_1: 194 / 728
nor2b_1: 12 / 75.1
and2_1: 228 / 1430
nand3_1: 15 / 75.1
nor2_1: 30 / 113
xnor2_1: 96 / 841
xor2_1: 19 / 166
xnor3_1: 12 / 270
a21o_1: 27 / 203
a21oi_1: 58 / 290
o21ai_0: 16 / 80.1
fa_1: 108 / 2160
nand2_1: 167 / 627
metal layers:
| layer | vias up | global-route usage (%) | part of all wire (%) |
|---|---|---|---|
| met5 | - | 0 | 0 |
| met4 | 0 | 0.935 | 0.62 |
| met3 | 10 | 1.27 | 3.6 |
| met2 | 139 | 29.8 | 45 |
| met1 | 3829 | 28.0 | 50 |
| li1 | 4404 | - | - |
what timing repair did:
item,4_1_cts,5_1_grt
gates resized,0,2
endpoints found under the setup margin,0,6
hold buffers,0,0
per-stage QoR:
step | worst slack, ns | instances | utilization [%] | hold slack [ns]
floorplan | 4.33 | 1277 | - | 13.23
global placement | 1.46 | 1752 | 48.5 | 14.39
detailed placement | 1.39 | 1752 | 48.5 | 14.40
CTS | 1.33 | 1752 | 48.5 | 14.40
global route | 0.142 | 1752 | 48.5 | 14.48
finish | 1.69 | 1752 | 48.5 | 14.39
cell families (layout without fill, tap and decap cells):
| group | after synthesis | in the layout | share of synthesized area [%] |
|---|---|---|---|
| simple gates | 481 | 481 | 24.2 |
| fa+ha+maj | 308 | 308 | 44.9 |
| buf+inv | 202 | 347 | 7.38 |
| compound gates | 146 | 146 | 9.40 |
| xor+xnor | 131 | 131 | 13.2 |
| mux | 8 | 8 | 0.832 |
| other cells | 1 | 1 | 0.0361 |
worst max-delay path by stage:
stage     cells past startpoint            end            start  slack (ns)
4_1_cts                      76  max_output[0]  input_matrix[9]        1.33
5_1_grt                      77  max_output[4]  input_matrix[9]        0.14
6_report                     76  max_output[0]  input_matrix[9]        1.69
area by class of cell:
cell class | count | area share (%)
Timing Repair Buffer | 153 | 12.4
Tap cell | 330 | 3.36
Multi-Input combinational cell | 1075 | 78.3
Inverter | 194 | 5.92
